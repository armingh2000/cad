`design/flow/design.v`:
```
`timescale 1ns / 1ps
module fifo(input_data, output_data, read, write, ready, overflow, clk
    );
	 input[7:0] input_data;
	 input read, write, clk;
	 output reg[7:0] output_data;
	 output reg ready, overflow;
	 integer read_ptr = 0, write_ptr = 0, filled = 0;
	 reg[7:0] ram[7:0];
	 always @(posedge clk) begin
		 if(read) begin
			output_data <= ram[read_ptr];
			read_ptr = read_ptr + 1;
			if(read_ptr == 64)
				read_ptr = 0;
			filled = filled - 1;
			if(overflow)
				overflow <= 1'b0;
		 end
		 if(write) begin
			if(~overflow) begin
				ram[write_ptr] <= input_data;
				write_ptr = write_ptr + 1;
				filled = filled + 1;
				if(filled == 64)
					overflow <= 1'b1;
			end
		 end
	 end
endmodule
```
`design/flow/run.sh`:
```
#!/bin/bash
# OpenROAD 26Q1-2900-gdf79404cd8, Yosys 0.63+post, stock flow scripts
make -C /OpenROAD-flow-scripts/flow DESIGN_CONFIG=/design/flow/config.mk WORK_HOME=/design/flow/orfs finish
```
`design/flow/config.mk`:
```
export PLATFORM = sky130hd
export DESIGN_NAME = fifo
export DESIGN_NICKNAME = fifo
export VERILOG_FILES = /design/flow/design.v
export SDC_FILE = /design/flow/constraint.sdc
export NUM_CORES = 4
export LEC_CHECK = 1
export CORE_UTILIZATION = 50
```
`design/flow/constraint.sdc`:
```
current_design fifo

set clk_period 8.5
set clk_io_pct 0.2

create_clock -name clk0 -period $clk_period [get_ports {clk}]

set non_clock_inputs [all_inputs -no_clocks]
set_input_delay [expr $clk_period * $clk_io_pct] -clock clk0 $non_clock_inputs
set_output_delay [expr $clk_period * $clk_io_pct] -clock clk0 [all_outputs]
```
==> summary.txt <==
run results: status=finished, final reports clean, area share, top type=42.4%, CTS Buffer Depth=2, flops & latches, synth=140, Max stage delay cell, worst path=or4b_4, Static Leak=2.83 nW, share of layout cells above drive strength 1=between 10 and 15%, met3 Track Usage GR=around 7.4%, routed len/inst=18.1 um, diode count=0, Post-synth ARST share=0%, Routed WL=15600 um, Placeable Area=14600 um2, Gate power share=17.2%, DP Wirelength=~11000 um, Seq share, synth=51.1%, post-synth top area cell=edfxtp_1, min-delay worst type=register to register, commonest cells after routing, fill and taps aside=edfxtp_1 (107), xnor2_1 (62), nand2_1 (38), Worst Path Max Fanout=53, Total GRT Usage=22.5%, sequential power share=44.4%, first drt pass iteration count=6, fillers=1162, Routed Antenna Nets=0, total global routing overflow=0, via density per instance=6.04, Unique cell types=79, initial antenna violation count=0, Worst-path clk slew=about 0.06 ns, max incr delay on CP=about 0.6 ns, met2 usage=33.1%, fmax=174 MHz, count of hold-fix buffers inserted at cts=0, global-route wire length before repair=26100 um, VDD IR max=roughly 140 uV, RSZ-0062 raised after global routing=no, top cells, area=edfxtp_1 (42%), dfxtp_1 (8.7%), xnor2_1 (7.2%), mux4_2 (4.8%), xor2_1 (3.5%), Post-Syn Instances=between 600 and 700, vias in the first global route=5199, pwr/cell area=approximately 230 nW/um2, Worst Path Required=8.83 ns, fin util=58.6%, Clock Power Share=38.4%, Tightest Pin Transition=between 0.9 and 1 ns, Synth Warn #=2, Setup Buffers After CTS=0, PostCTS Resize Cnt=0, startpoint types=primary input, Worst Path Arrival=6.06 ns, # DRC=0, R2R depth=11, Ports=21, via count=~5200, Layout area overhead=13.1%, Log Warnings=26, Root Buffer Master=clkbuf_16, Final Hold Vio Count=0, hold depth=1, H-tree levels=4, cts bufs inserted=17, CTS tree=built, most numerous logic cell after layout=edfxtp_1, met1 Resource Use GR=35.6%, insertion delay at the late pin of the worst-skew pair=about 0.42 ns, CP Class=primary input to register, minimum clock period=5.73 ns, Post-synth EDFFs=between 100 and 150, synthesized area=7590 um2, Final Slew Violations=0, IO buf count=19, Layout Cells excl Fill=862, Sum Neg Setup Slack=0 ns, yosys stat area=7590 um2, R2R setup slack=4.28 ns, critical path depth=11, DRT iter0 DRCs=about 320, NetSw=568 uW, Most common reg cell=edfxtp_1, Buf+Inv Stages, Crit Path=2, Crit path max-delay family=AND-OR/OR-AND gates, Sink Count=140, Post-Place Cells=831, syn avg cell area=11.8 um2, critical path endpoint category=register, initial core utilization=between 50% and 60%, CP cell instances=buf_2 > buf_4 > or4b_4 > or4_1 > a221oi_1 > o211ai_1 > nor4b_1 > o31ai_1 > a2111oi_0 > nand4_1 > o32ai_2, Die H=125 um, die width=between 100 and 150 um, Power Internal=roughly 1.4 mW, Std-Cell Rows=approximately 44, post-route clock period utilization=67.4%, slew margin rel.=33.3%, Max Cap Viol=0, clock skew=0.00570 ns, gr busiest metal=met1, Sw Share=roughly 29%, Chip Area=between 15000 and 20000 um2, cell count in the Yosys report=645, Setup Viol. Count Final=0, largest net degree at the start of global routing=54, RD Place Congestion=between 0.8 and 0.9
-- synthesized netlist by cell type, types with 3 or more instances --
| cell type | count |
|---|---|
| edfxtp_1 | 107 |
| nor4_2 | 3 |
| nor4b_4 | 3 |
| nand2_1 | 38 |
| o2111ai_1 | 3 |
| nor3b_1 | 3 |
| xnor2_1 | 62 |
| dfxtp_1 | 33 |
| clkbuf_1 | 23 |
| o211ai_1 | 3 |
| nand3_1 | 27 |
| a21oi_1 | 6 |
| nor4_1 | 20 |
| o31ai_1 | 3 |
| inv_1 | 14 |
| nand4_1 | 21 |
| o22ai_1 | 3 |
| xor2_1 | 30 |
| mux2i_1 | 3 |
| mux4_2 | 16 |
| nand3b_1 | 3 |
| nor4b_1 | 6 |
| or4_1 | 14 |
| and3_1 | 14 |
| nor2b_1 | 7 |
| ha_1 | 5 |
| mux2_2 | 10 |
| buf_6 | 4 |
| nor3_1 | 24 |
| and4_1 | 6 |
| o31a_1 | 6 |
| a31oi_1 | 3 |
| and2_1 | 10 |
| or2_2 | 3 |
| nor2_1 | 37 |
| o21a_1 | 3 |
| o21ai_0 | 10 |
| or3_1 | 7 |
-- state kept, by name, indices dropped and copies added (netlist names) --
signal / cells
ram: 64
filled: 32
write_ptr: 3
read_ptr: 32
overflow: 1
output_data: 8
-- layout make-up --
type                       count  area (um2)  area share [%]
clock buffer                  17         425            4.96
clock inverter                14         186            2.17
inverter                      15        56.3           0.656
multi-input combinational    459        3520            41.0
sequential                   140        3870            45.2
tap                          184         230            2.68
timing repair buffer          33         290            3.38
-- layer usage --
| layer | up-vias | wire [um] |
|---|---|---|
| li1 | 2522 | - |
| met1 | 2527 | 7220 |
| met2 | 137 | 7010 |
| met3 | 18 | 1100 |
| met4 | 0 | 264 |
| met5 | - | 0 |
-- worst reg2reg max path, stage by stage, from the launching register on --
cell and delay [ns]:
dfxtp_1 0.37, inv_1 0.08, ha_1 0.27, nand4bb_1 0.30, or3_1 0.45, a221oi_1 0.58, o211ai_1 0.55, nor4b_1 0.44
o31ai_1 0.10, a2111oi_0 0.53, nand4_1 0.21, o32ai_2 0.27
-- stage by stage --
step	power, mW	worst slack [ns]	area (um2)	hold WS [ns]
after floorplan	1.14	3.87	7590	0.462
after global placement	1.23	2.54	7970	0.594
after detailed placement	1.23	2.48	7970	0.592
after CTS	2.00	2.88	8580	0.611
after global routing	2.09	2.45	8580	0.632
final	1.99	2.77	8580	0.609
-- worst paths after layout --
check                                                  end                  startpoint
worst max-delay path                      overflow$_DFF_P_                        read
worst min-delay path            read_ptr[12]$_SDFFCE_PN0P_  read_ptr[12]$_SDFFCE_PN0P_
worst max register to register            overflow$_DFF_P_           filled[0]$_DFF_P_
worst min register to register  read_ptr[12]$_SDFFCE_PN0P_  read_ptr[12]$_SDFFCE_PN0P_
-- power by group through the flow --
stage	combinational, mW	sequential, mW	clock (mW)
finish	0.341	0.883	0.764
CTS	0.339	0.883	0.780
global route	0.380	0.895	0.811
-- kinds of logic (layout without fill, tap and decap cells) --
family          after synthesis  after routing  synth area share [%]
simple gates                265            265                  21.2
fa+ha+maj                     5              5                 0.825
mux                          29             29                  6.63
xor+xnor                     93             93                  10.8
flops                       140            140                  51.1
buf+inv                      46             79                  2.75
other cells                   1              1                0.0494
compound gates               66             66                  6.60
No activity file was given, so power comes from the tool's default toggle rates.
