==> flow/design.v <==
`timescale 1ns / 1ps
module carry_lookahead_adder_16(a, b, cin, cout, sum
    );
	 input[15:0] a, b;
	 input cin;
	 output[15:0] sum;
	 output cout;
	 wire carry[4:0];
	 assign carry[0] = cin;
	 assign cout = carry[4];
	 genvar i;
	 generate
		 for(i=0; i<16; i=i+4) begin : carry_lookahead_adders
			carry_lookahead_adder_4 cla4(a[i+3:i], b[i+3:i], carry[i/4], carry[i/4+1], sum[i+3:i]);
		 end
	 endgenerate
endmodule
`timescale 1ns / 1ps
module carry_lookahead_adder_4(a, b, cin, cout, sum
    );
	input[3:0] a, b;
	input cin;
	output cout;
	output[3:0] sum;
	wire [3:0] p,g,c;
	assign p=a^b;
	assign g=a&b; 
	assign c[0]=cin;
	assign c[1]= g[0] | (p[0]&c[0]);
	assign c[2]= g[1] | (p[1]&g[0]) | p[1]&p[0]&c[0];
	assign c[3]= g[2] | (p[2]&g[1]) | p[2]&p[1]&g[0] | p[2]&p[1]&p[0]&c[0];
	assign cout= g[3] | (p[3]&g[2]) | p[3]&p[2]&g[1] | p[3]&p[2]&p[1]&g[0] | p[3]&p[2]&p[1]&p[0]&c[0];
	assign sum=p^c;
endmodule
==> flow/run.sh <==
#!/bin/bash
# OpenROAD 26Q1-2900-gdf79404cd8, Yosys 0.63+post, stock flow scripts
make -C /OpenROAD-flow-scripts/flow DESIGN_CONFIG=/design/flow/config.mk WORK_HOME=/design/flow/orfs finish
==> flow/config.mk <==
export PLATFORM = sky130hd
export DESIGN_NAME = carry_lookahead_adder_16
export DESIGN_NICKNAME = carry_lookahead_adder_16
export VERILOG_FILES = /design/flow/design.v
export SDC_FILE = /design/flow/constraint.sdc
export NUM_CORES = 4
export LEC_CHECK = 1
export CORE_AREA = 10 10 71 71
export DIE_AREA = 0 0 81 81
==> flow/constraint.sdc <==
current_design carry_lookahead_adder_16

set clk_period 12.2
set clk_io_pct 0.2

create_clock -name clk0 -period $clk_period

set non_clock_inputs [all_inputs -no_clocks]
set_input_delay [expr $clk_period * $clk_io_pct] -clock clk0 $non_clock_inputs
set_output_delay [expr $clk_period * $clk_io_pct] -clock clk0 [all_outputs]
==> notes.md <==
Notes on the physical implementation.

- The DRC violation total after the first TritonRoute iteration is 5, for reference.
- The antenna diode count is 0, for reference.
- Warnings reported by Yosys during synthesis add up to 1.
- The clock network accounts for 0% of the total power.
- The wire length of the first global-routing pass is 2780 µm, for reference.
- By count the netlist is led by 16 x sky130_fd_sc_hd__ha_1, 8 x sky130_fd_sc_hd__xnor2_1, 7 x sky130_fd_sc_hd__a21o_1, 6 x sky130_fd_sc_hd__inv_1.
- For the worst min-delay path, the startpoint reported by OpenROAD is cin.
- In this run, distinct cell masters in the synthesized netlist total 20.
- Dividing the detail-routed via count by the number of cells gives 3.970.
- The worst-case vdd ir drop is 0.02321 mV, for reference.
- Total power normalized to cell area comes to 52.63 nW/µm².
- The total number of vias is 651, for reference.
- Per the GRT congestion report, total overflow comes to 0.
- Post-synthesis, Yosys gives the total cell area as 606.8 µm².
- Registers take 0 µm².
- In the global route stage, overall resource usage came out at 4.973%.
- The switching portion of total power is 30.48%, for reference.
- In this run the mean area of a mapped cell was 9.194 µm².
- The maximum achievable frequency is 128.2 MHz, for reference.
- The post-synthesis instance area is 606.8 µm², for reference.
- The number of sequential storage elements is 0, for reference.
- The run finished with clean final reports.
- The tightest min-delay check is of the in2out type.
- The internal cell power is 0.04271 mW, for reference.
- The via count of the first global-routing pass is 684, for reference.
- The time the worst path needs with I/O delays and setup is 7.800 ns, for reference.
- The category of the worst setup path launch point is an input port, for reference.
- The fraction of the cycle the final worst path needs is 63.93%, for reference.
- Per the final timing report, the hold violations number 0.
- The horizontal extent of the die is 81 µm, for reference.
- The total buffers and inverters traversed by the critical path is 2, for reference.
- The nature of the critical path endpoint is a primary output, for reference.
- Setup repair after global routing left no endpoint under its margin.
- Of the total power, registers draw 0%.
- The report gives the cell count of the worst hold path as 5.
- The number of non-filler instances in the completed layout is 164, for reference.
- After floorplanning, the die was sized to cover 6561 µm².
- The die height is 81 µm, for reference.
- For this run, the detailed router's first-pass iteration total came to 2.
- The combinational fraction of design power is 100.0%, for reference.
- The data arrival at the endpoint of the critical path is 5.36 ns, for reference.
- The type of the setup path with the least slack is in2out, for reference.
- The half-perimeter wire length after placement is 1720 µm, for reference.
- The total setup buffers inserted after CTS is 0, for reference.
- The clock buffers instantiated in the layout total 0.
- The number of antenna-violating nets in the routed design is 0, for reference.
- After synthesis, flip-flops and latches occupy 0% of the total area.
- The count of final max-slew check failures is 0, for reference.
- The number of hold buffers added after CTS was 0.
- The layout has 373 filler cells.
- The most common cell in the netlist is sky130_fd_sc_hd__ha_1, for reference.
- Yosys reports that the leading cell type by area covers 32.99% of the netlist area.
- The synthesized design spends more area on one cell type than any other, namely sky130_fd_sc_hd__ha_1.
- The number of cells reported by Yosys stat comes to 66.
- The share of post-route cells with drive strength above 1 is 1.724%, for reference.
- Per the run summary, max-cap violations total 0.
- For reference, the critical path cell chain is clkdlybuf4s50_1 > ha_1 > a21o_1 > a221o_1 > a31o_1 > a221o_1 > fa_1 > xor2_1 > clkdlybuf4s50_1.
- The initial antenna violation count is 0.
- By area the synthesized netlist is led by sky130_fd_sc_hd__ha_1 33%, sky130_fd_sc_hd__fa_1 13%, sky130_fd_sc_hd__xnor2_1 12%.
- The number of instances in the synthesized netlist is 66, for reference.
- The end-of-flow timing check tallies setup violations at 0.
- Hold analysis lists the worst path endpoint as sum[0].
- Checking max transition, the worst relative margin is 86.56%.
- Port buffering added 50 buffers.
- After detailed routing, the average wire length per cell comes to 11.05 µm.
- The summed negative setup slack over all endpoints is 0 ns, for reference.
- The congestion estimate from routability-driven global placement came to 0.8179.
- The layout-stage area growth over the synthesis result is 92.37%, for reference.
- The floorplan core area is 3633 µm², for reference.
- The tool warning count for the run is 32.
- The leakage power is 0.5211 nW, for reference.
- Per STA, the highest per-stage delay on the worst path measures 0.48 ns.
- Once placement completed, the tool counted placed cells totaling 164.
- The slew at the pin closest to its max-slew limit is 0.2006 ns, for reference.
- According to the I/O placement log, the pin count is 50.
- The routed design has 1813 µm of wire.
- The pin count of the biggest net entering global routing is 5, for reference.
- Among cell families on the critical path, the largest total delay comes from AND-OR/OR-AND gates.
- Post-CTS repair ended up resizing 0 cells.
- On the critical path, the stage with the largest delay is an instance of sky130_fd_sc_hd__clkdlybuf4s50_1.
- Max fanout on the critical path was recorded as 4.
- The number of cell rows is 22, for reference.
- The DRC violation count after routing is 0, for reference.
- At the floorplan stage, the core utilization is reported as 16.70%.
- The required time at the worst-slack endpoint is 9.76 ns, for reference.
- The switching power is 0.01873 mW, for reference.
-- per-layer routing --
| metal | vias up | GRT usage, % | routed length [µm] |
|---|---|---|---|
| li1 | 345 | - | - |
| met2 | 25 | 8.678 | 848 |
| met3 | 0 | 2.784 | 277 |
| met5 | - | 0 | 0 |
| met1 | 281 | 5.526 | 687 |
| met4 | 0 | 0 | 0 |
-- worst max path at each step --
| stage | start | endpoint | slack (ns) | depth (start not counted) |
|---|---|---|---|---|
| final | a[6] | sum[13] | 4.40 | 9 |
| after global routing | a[4] | sum[13] | 4.22 | 9 |
| after CTS | a[4] | sum[13] | 4.37 | 9 |
-- placed cells by master (no fill, tap or decap), drive strengths merged --
master and instances:
xnor2 8, fa 4, nor2b 2, inv 6, and3 1, a221o 2
ha 16, o21bai 1, a21o 7, and4 1, a31o 2, nor2 2
nand3 1, o22ai 1, a31oi 2, xor2 4, a21oi 4, clkdlybuf4s50 50
a41oi 1, or2 1
-- logic make-up (layout without fill, tap and decap cells) --
kind of cell / after synthesis / in the layout / share of synthesized area, %
AOI/OAI and AO/OA: 20 / 20 / 25.16
xor gates and xnor gates: 12 / 12 / 17.32
adders and majority gates: 20 / 20 / 46.19
buffers and inverters: 6 / 56 / 3.711
and+or+nand+nor: 8 / 8 / 7.630
-- cell type report --
type                            count  area (µm²)  share of cell area, %
Timing Repair Buffer               50       500.5                  42.87
Inverter                            6       22.52                  1.929
Multi-Input combinational cell     60       584.3                  50.05
Tap cell                           48       60.06                  5.145
-- power by group through the flow --
stage,combinational [mW],sequential [mW],clock (mW)
final,0.0614,0,0
after global routing,0.0687,0,0
after CTS,0.0633,0,0
-- per-stage QoR --
stage                     instance area (µm²)  worst slack, ns  hold slack (ns)  total power [mW]  utilization (%)
after floorplan                         606.8            5.394            4.987           0.02290                -
after global placement                   1167            4.403            5.959           0.06265            32.13
after detailed placement                 1167            4.376            5.962           0.06270            32.13
after CTS                                1167            4.372            5.974           0.06329            32.13
after global routing                     1167            4.224            6.020           0.06869            32.13
final                                    1167            4.400            5.955           0.06144            32.13
Power is estimated from default activity; no workload was simulated.
