==> design/flow/design.v <==
`timescale 1ns / 1ps
module mult(a, b, start, clk, r, done
    );
	input [7:0] a,b;
	input start, clk;
	output [15:0] r;
	output done;
	reg [7:0] abuf, bbuf;
	reg [15:0] r;
	reg [15:0]    A;
	reg [31:0]    B;
	reg [4:0] r_b; 
	wire ready = !r_b;
	initial r_b = 0;
	always @( posedge clk )
		if( ready && start ) begin
		  r_b = 16;
		  r = 0;
		  B = { 16'd0, b };
		  A = a;
		end else if( r_b ) begin
		  if( A[0] == 1'b1 ) r = r + B;
		  A = A >> 1;
		  B = B << 1;
		  r_b = r_b - 1;
		end
endmodule
==> design/flow/run.sh <==
#!/bin/bash
# OpenROAD 26Q1-2900-gdf79404cd8, Yosys 0.63+post, stock flow scripts
make -C /OpenROAD-flow-scripts/flow DESIGN_CONFIG=/design/flow/config.mk WORK_HOME=/design/flow/orfs finish
==> design/flow/config.mk <==
export PLATFORM = sky130hd
export DESIGN_NAME = mult
export DESIGN_NICKNAME = mult
export VERILOG_FILES = /design/flow/design.v
export SDC_FILE = /design/flow/constraint.sdc
export NUM_CORES = 4
export LEC_CHECK = 1
export CORE_UTILIZATION = 40
==> design/flow/constraint.sdc <==
current_design mult

set clk_period 5.4
set clk_io_pct 0.2

create_clock -name clk0 -period $clk_period [get_ports {clk}]

set non_clock_inputs [all_inputs -no_clocks]
set_input_delay [expr $clk_period * $clk_io_pct] -clock clk0 $non_clock_inputs
set_output_delay [expr $clk_period * $clk_io_pct] -clock clk0 [all_outputs]
==> flow_summary.rst <==
Flow metrics
------------

.. list-table::
   :header-rows: 1

   * - Metric
     - Value
   * - Outcome
     - finished, final reports clean
   * - Maximum fanout along the worst path
     - 18
   * - Basic Gates by Area
     - 21.0%
   * - Most frequent cells in the layout
     - 81 x nand2_1, 33 x clkdlybuf4s50_1, 29 x dfxtp_1
   * - Total congestion overflow
     - 0
   * - Setup fix buffers added after clock tree synthesis
     - 0
   * - Total Wirelength
     - 4.99 mm
   * - Number of global-route vias before repair
     - 1811
   * - Total setup violations reported at the end of the flow
     - 0
   * - Core area
     - 0.00589 mm2
   * - Maximum clock frequency
     - 0.371 GHz
   * - Top-area cell share
     - 23.8%
   * - Total routing usage reported by global routing
     - 17.0%
   * - Seq/Total Area, Yosys
     - 43.6%
   * - FF+latch count, synth
     - 45
   * - Number of antenna-violating nets in the routed design
     - 0
   * - Yosys warnings
     - 2
   * - Max_slew headroom
     - 47.9%
   * - Area Growth Syn to Fin
     - 19.3%
   * - Mux share of post-synthesis cell area
     - 1.34%
   * - Category of the most critical setup path
     - primary input to flop
   * - Number of top-level pins
     - 35
   * - Post-cts sizing count
     - 0
   * - Reg clk slew, reported paths
     - 0.09 ns
   * - Period utilisation layout
     - 49.9%
   * - Largest cells by area
     - dfxtp_1 24%, edfxtp_1 20%, nand2_1 12%
   * - Post-synthesis cell type with the largest combined area
     - dfxtp_1
   * - Hold buffers post-CTS
     - 0
   * - Count of fill cells added during filler insertion
     - 573
   * - # Cells Yosys
     - 278
   * - Average cell area after synthesis
     - 8.76 um2
   * - CTS max path bufs
     - 2
   * - Synthesized cell area
     - 0.00244 mm2
   * - Starting Density
     - 41.4%
   * - Post-Route Setup TNS
     - 0 ns
   * - Instance count of the mapped netlist
     - 278
   * - Root Driver
     - clkbuf_8
   * - Power density over the cells
     - 527 mW/mm2
   * - RSZ-0062 raised after global routing
     - false
   * - Tool warnings
     - 26
   * - Proportion of layout cells with a drive suffix above 1
     - 6.45%
   * - Startpoint type of the worst setup path
     - primary input
   * - Leakage
     - 1.27 nW
   * - Floorplan die height
     - 80.0 um
   * - Row count
     - 28
   * - Iteration-0 DRC count of the detailed router
     - 112
   * - Start point of the critical path
     - start
   * - Number of I/O port buffers
     - 33
   * - Worst hold start
     - r_b[4]
   * - Slew Viols, Final
     - 0
   * - Residual DRC
     - 0
   * - Antenna fix cells
     - 0
   * - Comb area leader
     - simple AND/OR/NAND/NOR gates
   * - DR vias/cell
     - 5.15
   * - Data arrival time at the worst-slack endpoint
     - 2.90 ns
   * - Top cell excl fill/tap
     - nand2_1
   * - Half-perimeter wire length after placement
     - 3.60 mm
   * - Post-synth EDFFs
     - 16
   * - Area fraction in full adders, half adders and majority gates
     - 9.55%
   * - Global placement routability congestion
     - 0.825
   * - Launch instance of the worst register-to-register path
     - r_b[0]
   * - Chip area
     - 0.00641 mm2
   * - Floorplan die width
     - 80.0 um
   * - # clock sinks
     - 45
   * - Max-cap violation count
     - 0
   * - Most used flip-flop cell after synthesis
     - dfxtp_1
   * - Worst hold path class
     - flop to flop
   * - Post-synthesis share of cell area spent on xor and xnor gates
     - 3.60%
   * - Post-DR wirelength/cell
     - 12.9 um
   * - Critical path endpoint category
     - flop
   * - Global-route wire length before repair
     - 8.20 mm
   * - Required time of the worst setup path
     - 5.60 ns
   * - Final setup skew
     - 0.00643 ns
   * - Number of library cell types mapped by synthesis
     - 45
   * - CTS tree
     - done
   * - Min cycle time layout
     - 2.70 ns
   * - Number of clock buffers inserted by TritonCTS
     - 5
   * - Total via count after detailed routing
     - 1983
   * - Compound-cell area share of the yosys netlist
     - 17.7%
   * - Total cell area reported by yosys after synthesis
     - 0.00244 mm2
   * - Total power draw
     - 0.00153 W
   * - Pin count of the biggest net entering global routing
     - 22
   * - Number of antenna violations at the first check in global routing
     - 0
   * - Number of H-tree branching levels
     - 2
   * - Total count of hold-check failures in the final report
     - 0
   * - Transition at the pin with the smallest max-transition slack
     - 0.780 ns
   * - Fraction of registers with async set or reset after synthesis
     - 0%
   * - Clock latency at the later pin of the worst-skew pair
     - 0.30 ns
   * - Length of the first detailed-routing pass in iterations
     - 4
   * - Worst vdd ir
     - 0.000201 V
final timing paths:
| check | endpoint | slack [ns] | depth (start not counted) |
|---|---|---|---|
| worst max register to register | r[10] | 2.92 | 6 |
| worst max-delay path | r[10] | 2.70 | 5 |
| worst min register to register | r_b[4] | 0.47 | 1 |
| worst min-delay path | r_b[4] | 0.47 | 1 |
final cells by class:
type | instances | area [um2] | share of cell area (%)
multi-input combinational | 216 | 1300 | 44.7
sequential | 45 | 1060 | 36.5
timing repair buffer | 34 | 338 | 11.6
tap | 75 | 93.8 | 3.23
clock buffer | 5 | 68.8 | 2.37
inverter | 7 | 26.3 | 0.904
clock inverter | 3 | 20.0 | 0.689
routing by layer:
| layer | wire (um) | track usage, % | part of all wire, % | vias up |
|---|---|---|---|---|
| li1 | - | - | - | 1044 |
| met1 | 2560 | 27.2 | 51 | 906 |
| met2 | 2240 | 26.0 | 45 | 28 |
| met3 | 151 | 2.55 | 3.0 | 5 |
| met4 | 35 | 2.50 | 0.70 | 0 |
| met5 | 0 | 0 | 0 | - |
metrics by stage:
step | worst slack (ns) | hold slack [ns] | cell area [um2] | cells | utilization (%)
final | 2.70 | 0.468 | 2910 | 385 | 49.4
after global routing | 2.58 | 0.510 | 2910 | 385 | 49.4
after CTS | 2.68 | 0.470 | 2910 | 385 | 49.4
after detailed placement | 2.35 | 0.456 | 2820 | 377 | 47.9
after floorplan | 3.22 | 0.429 | 2440 | 278 | -
after global placement | 2.36 | 0.459 | 2820 | 377 | 47.9
critical path: stages:
cell and delay [ns]:
clkdlybuf4s50_1 0.52, inv_1 0.19, nor2_2 0.66, nor2_4 0.17, a22o_1 0.27
registers in the layout, summed over array words and instances (netlist names):
signal	cells
r_b	5
B	16
A	8
r	16
synthesized netlist by cell type, types with 5 or more instances:
cell and number:
clkbuf_1 7, nand2_1 81, inv_1 7, nand3_1 6
edfxtp_1 16, ha_1 17, and3_1 6, nand4_1 5
dfxtp_1 29, nor2_1 7, o21ai_0 17, a21oi_1 22
xnor2_1 6
power by group:
group / switching [W] / internal (W) / total [W]
sequential: 0.000103 / 0.000502 / 0.000604
combinational: 0.000363 / 0.000350 / 0.000713
clock: 0.000121 / 0.0000924 / 0.000214
cell families (layout without fill, tap and decap cells):
logic type               after synthesis  after routing
AND-OR/OR-AND                         68             68
XOR/XNOR                              10             10
adder cells (fa/ha/maj)               18             18
buffers and inverters                 17             49
flip-flops                            45             45
multiplexers                           3              3
other                                  1              1
AND/OR/NAND/NOR                      116            116
No activity file was given, so power comes from the tool's default toggle rates.
